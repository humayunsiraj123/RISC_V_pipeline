[design/flow/design.v]
module mux_4to1#(
	parameter WIDTH=32)(
	input [WIDTH-1:0]in1,
	input [WIDTH-1:0]in2,
	input [WIDTH-1:0]in3,
	input [WIDTH-1:0]in4,
	input [1:0]s,
	output logic [WIDTH-1:0]out);
always_comb
	out =s[1] ? (s[0]? in4:in3):(s[0]? in2:in1);
	endmodule : mux_4to1
[design/flow/run.sh]
#!/bin/bash
# OpenROAD 26Q1-2900-gdf79404cd8, Yosys 0.63+post, stock flow scripts
make -C /OpenROAD-flow-scripts/flow DESIGN_CONFIG=/design/flow/config.mk WORK_HOME=/design/flow/orfs finish
[design/flow/config.mk]
export PLATFORM = sky130hd
export DESIGN_NAME = mux_4to1
export DESIGN_NICKNAME = mux_4to1
export VERILOG_FILES = /design/flow/design.v
export SDC_FILE = /design/flow/constraint.sdc
export NUM_CORES = 4
export LEC_CHECK = 1
export CORE_AREA = 10 10 84 84
export DIE_AREA = 0 0 94 94
[design/flow/constraint.sdc]
current_design mux_4to1

set clk_period 1.5
set clk_io_pct 0.2

create_clock -name clk0 -period $clk_period

set non_clock_inputs [all_inputs -no_clocks]
set_input_delay [expr $clk_period * $clk_io_pct] -clock clk0 $non_clock_inputs
set_output_delay [expr $clk_period * $clk_io_pct] -clock clk0 [all_outputs]
==> out/results.txt <==
First-pass DRT Iterations - 4
DR WL/cell - 22.0 microns
Rel. slew slack - 87.2%
Outcome - complete, but fails checks
Crit-path max FO - 6
Failing checks - negative setup slack
Vias/cell - 4.39
Cell depth of the worst setup path - 4
Grt ovf - 0
Die X - 94 microns
Synth-to-layout area growth - 188%
Crit Path Category - input pin to output port
Worst-Margin Slew - 0.192 ns
Most frequent cells in the layout - dlygate4sd2_1 (128), buf_2 (33), mux4_2 (32)
Worst Setup End Kind - output port
Nature of the critical path startpoint - input pin
P_leak - 1.12 nW
Seq/Total Area, Yosys - 0%
Final setup violation count - 2
Fin util - 45.1%
Share of layout cells above drive strength 1 - 36.9%
Post-synthesis instance total - 39
Critical Path Max Stage Delay - 0.50 ns
VDD IR max - 0.131 mV
Seq_cells - 0
GRT Total Usage - 12.9%
Most numerous logic cell after layout - dlygate4sd2_1
Final hold vios - 0
GP Congestion - 0.813
Tool Warnings - 34
FP Rows - 26
Vias in the first global route - 1423
Unrepaired setup endpoints after global routing - yes
Worst Path Required - 1.20 ns
Hold-fix buffers at CTS - 0
Mapped Area - 815 sq um
Global-route wire length before repair - 8580 microns
WP data arrival - 1.20 ns
DR iter-0 viols - 16
PwrDens - 243 nW/um^2
FP Util - 15.6%
Core outline area - 5200 sq um
Hold path depth - 3
Post-CTS setup buffers - 0
Fmax - 666 MHz
TNS Setup - -0.00179 ns
Setup ws final - -0.00158 ns
Initial antenna violation count - 2
Hold Path Origin - in1[25]
Post-synth cell types - 5
Largest net degree at the start of global routing - 17
Synthesized area per cell - 20.9 sq um
HP Class - input pin to output port
# IOs - 162
Die area - 8840 sq um
Drt drc - 0
CP max-delay cell - mux4_2
YS warnings - 1
Total wire length - 6050 microns
Origin of the worst setup path - s[0]
Fin crit period - 1.50 ns
Yosys cell count - 39
Post-layout period usage - 100%
Post-route ant nets - 0
CP Buf/Inv Count - 3
Cell family with most CP delay - multiplexers
Vias - 1207
Slew Viols, Final - 0
Crit-path cells - buf_16 > buf_12 > mux4_2 > buf_2
Register area - 0 sq um
Clock buffer cells - 0
Final HPWL DP - 5070 microns
Die Ht - 94 microns
PortBufs - 162
Max-cap viol count - 0
Chip area in the Yosys report - 815 sq um
[cell usage after synthesis]
| library cell | instances | share of area (%) |
|---|---|---|
| buf_2 | 3 | 1.8 |
| buf_6 | 1 | 1.4 |
| mux4_1 | 2 | 6.5 |
| mux4_2 | 30 | 83 |
| buf_12 | 3 | 7.4 |
[power breakdown]
group	switching (mW)	leakage, nW	total [mW]	internal (mW)
clock	0	0.0000127	0.000000178	0.000000178
sequential	0	0	0	0
combinational	0.149	1.12	0.571	0.422
total	0.149	1.12	0.571	0.422
[metrics by stage]
stage	cells	worst slack (ns)	hold slack [ns]	cell area [sq um]	total power, mW
after global routing	275	-0.0541	1.10	2350	0.617
after detailed placement	267	-0.614	1.60	2490	0.722
after floorplan	39	0.183	0.686	815	0.189
final	275	-0.00158	1.09	2350	0.571
after global placement	267	-0.615	1.61	2490	0.721
after CTS	272	-0.0192	1.09	2330	0.577
[cell type report]
| type | count | area, sq um |
|---|---|---|
| repair buffers | 171 | 1540 |
| well taps | 70 | 87.6 |
| diodes | 2 | 5.00 |
| fillers | 526 | 2860 |
| multi-input cells | 32 | 721 |
[routing by layer]
| layer | global-route usage, % | part of all wire [%] | vias to the layer above |
|---|---|---|---|
| met5 | 0 | 0 | - |
| met4 | 0 | 0 | 0 |
| met3 | 6.87 | 14 | 0 |
| met2 | 23.2 | 52 | 100 |
| met1 | 14.1 | 34 | 566 |
| li1 | - | - | 541 |
[path summary, 6_finish.rpt]
path                       to  slack, ns
worst max-delay path   out[3]     -0.002
worst min-delay path  out[25]       1.09
[logic make-up (layout without fill, tap and decap cells)]
group                  Yosys count  count (layout)  synth area share (%)
muxes                           32              32                  89.4
other                            0               2                     0
buffers and inverters            7             171                  10.6
[repair_timing]
item / 4_1_cts / 5_1_grt
cloned: 5 / 1
hold endpoints to repair: 0 / 0
setup endpoints to repair: 32 / 29
gates resized: 245 / 2
Power is estimated from default activity; no workload was simulated.
