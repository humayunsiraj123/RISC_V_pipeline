File: config.mk
export PLATFORM = sky130hd
export DESIGN_NAME = fetch_reg
export DESIGN_NICKNAME = fetch_reg
export VERILOG_FILES = /design/flow/design.v
export SDC_FILE = /design/flow/constraint.sdc
export NUM_CORES = 4
export LEC_CHECK = 1
export CORE_UTILIZATION = 50
File: constraint.sdc
current_design fetch_reg

set clk_period 4.7
set clk_io_pct 0.2

create_clock -name clk0 -period $clk_period [get_ports {clk}]

set non_clock_inputs [all_inputs -no_clocks]
set_input_delay [expr $clk_period * $clk_io_pct] -clock clk0 $non_clock_inputs
set_output_delay [expr $clk_period * $clk_io_pct] -clock clk0 [all_outputs]
File: design.v
module fetch_reg (
	input               clk       ,
	input               srst      ,
	input               stall_d   ,
	input               flush_d   ,
	input        [31:0] pc_plus4_f,
	input        [31:0] pc_f      ,
	input        [31:0] instr_f   ,
	output logic [31:0] pc_plus4_d,
	output logic [31:0] pc_d      ,
	output logic [31:0] instr_d
);
	always_ff @(posedge clk) begin : proc_fetch_reg
		if(srst||flush_d) begin
			pc_plus4_d <= 0;
			pc_d       <= 0;
			instr_d    <= 0;
		end else if(!stall_d) begin
			pc_plus4_d <= pc_plus4_f ;
			pc_d       <= pc_f ;
			instr_d    <= instr_f ;
		end
	end
endmodule
File: run.sh
#!/bin/bash
# OpenROAD 26Q1-2900-gdf79404cd8, Yosys 0.63+post, stock flow scripts
make -C /OpenROAD-flow-scripts/flow DESIGN_CONFIG=/design/flow/config.mk WORK_HOME=/design/flow/orfs finish
==> results_dict.tcl <==
# collected from the flow reports
set metrics [dict create \
    fp.dieW_um 84.7 \
    postRouteAntennaNets 0 \
    timing_worst_setup_path_type "in -> reg" \
    tritoncts_clock_tree "done" \
    hpwl_mm 5.88 \
    cts_inserted_buffers 9 \
    finish.instance_area_um2 5540 \
    gp_congestion 0.828 \
    final_setup_violation_count 0 \
    drt_iter0_markers 131 \
    slew-limit-headroom_pct 47.6 \
    n_antenna_cell 0 \
    final_util_pct 85.7 \
    critPathSlowestCell "sky130_fd_sc_hd__buf_4" \
    irDropWorstVdd_v 0.000342 \
    final.setup.tns_ns 0 \
    hold-worst-slack_ns 0.498 \
    power.share.combinational_pct 13.7 \
    grt_setup_unrepaired "false" \
    ios 196 \
    numClockSinks 96 \
    grt_antenna_before_repair 0 \
    drt_wl_total_mm 9.18 \
    power.share.clock_pct 35.2 \
    yosys_most_used_dff "sky130_fd_sc_hd__dfxtp_1" \
    global_route_wire_length_before_repair_mm 14.4 \
    internal_power_w 0.00132 \
    maxUsedRoutingLayer "met4" \
    numPortBuffers 195 \
    synth_area_um2 3420 \
    post_dp_cell_area_um2 5320 \
    floorplan.die_area_um2 7170 \
    synth_sequential_area_ratio_pct 56.3 \
    h-tree-depth 3 \
    max_cap_violations 0 \
    post_dr_vias_cell 4.85 \
    clk_latency_ns 0.35 \
    final_cell_count_no_fill 579 \
    finalCriticalPeriod_ns 2.53 \
    final_hold_violations 0 \
    routedWlPerCell_um 15.9 \
    yosys-top-cells-count "sky130_fd_sc_hd__dfxtp_1 (96), sky130_fd_sc_hd__mux2i_1 (96), sky130_fd_sc_hd__nor2_1 (96), sky130_fd_sc_hd__buf_6 (10), sky130_fd_sc_hd__buf_2 (7)" \
    post_cts.resized_instances 0 \
    yosys_stat_area_um2 3420 \
    globalRoute.totalOverflow 0 \
    cts_root_buffer "sky130_fd_sc_hd__clkbuf_8" \
    power_density_nw_per_um2 301 \
    netSwitchingFraction_pct 20.9 \
    detailroute.via_count 2809 \
    postSynthAreaPerCell_um2 11.0 \
    worstSetupEndpointType "flip-flop" \
    clk_pin_slew_worst_paths_ns 0.08 \
    syn-instance-count 311 \
    p_sw_w 0.000349 \
    max_slew.worst_pin.slew_ns 0.786 \
    postCtsSetupRepairBufs 0 \
    crit_path_max_incr_delay_ns 0.63 \
    die_height_um 84.7 \
    routed-wl-met3_um 943 \
    cellLeakagePower_nw 2.32 \
    cp.required_ns 4.91 \
    detail_route.first_pass.iterations 16 \
    post_synth_main_area_contributors "sky130_fd_sc_hd__dfxtp_1 (56%), sky130_fd_sc_hd__mux2i_1 (28%), sky130_fd_sc_hd__nor2_1 (11%)" \
    vias_in_the_first_global_route 2820 \
    timing.hold.worst.class "reg -> reg" \
    status "finished, final reports clean" \
    initial_utilization_pct 52.9 \
    syn_to_final_growth_pct 62.1 \
    post-route-drc-count 0 \
    crit_path_start_kind "input pin" \
    core_region_area_um2 6460 \
    timing.clock.skew_ns 0 \
    r2r_slack_ns 3.91 \
    synthArstFlopShare_pct 0 \
    synth-warning-count 1 \
    tool_warnings 26 \
    max-clock-path-buffers 2 \
    grt_use_total_pct 26.8 \
    crit_arrival_ns 2.74 \
    yosys.area.top_type "sky130_fd_sc_hd__dfxtp_1" \
    numPlacedInstances 564 \
    timing.fmax_mhz 396 \
    synth-cells-yosys 311 \
    timing.critical_path.cells "clkdlybuf4s50_1, or2_2, buf_4, nor2_1" \
    cts_hold_repair.buffers 0 \
    ys_types 7 \
    synth-edff-count 0 \
    share_of_final_layout_standard_cells_stronger_than_drive_strength_1_pct 3.78 \
    drv_slew 0 \
    power.sequential.fraction_pct 51.1 \
    route.met2.wl_mm 4.22 \
    fp-row-count 29 \
    timing.final.crit_share_pct 53.8 \
    m1_wl_mm 3.85 \
    n_fill_cell 336 \
    grt_start_max_net_pins 62 \
    numSynthFlops 96 \
    timing.critical_path.fanout_max 61 \
    top_cell_area_share_pct 56.3 \
]
[power by group through the flow]
stage | Combinational (W) | Clock, W | Sequential (W)
after CTS | 0.000229 | 0.000596 | 0.000853
after global routing | 0.000245 | 0.000627 | 0.000857
final | 0.000228 | 0.000588 | 0.000853
[worst max-delay path, delay by kind of cell]
family / cells / cell delay, ns
buffers and inverters: 2 / 1.09
and+or+nand+nor: 2 / 0.67
[kinds of logic after synthesis]
| family | synth area share [%] |
|---|---|
| AND/OR/NAND/NOR | 10.7 |
| buffers and inverters | 4.87 |
| multiplexers | 28.1 |
| flip-flops | 56.3 |
[state kept, by name, summed over array words and instances, names as in the netlist]
name,cells
instr_d,32
pc_d,32
pc_plus4_d,32
[final cells by class]
cell class              instances  area (µm²)  area share (%)
clock inverters                 3        65.1            1.17
flip-flops and latches         96        1920            34.7
well taps                      77        96.3            1.74
clock buffers                  12         155            2.80
repair buffers                198        1970            35.6
multi-input cells             193        1330            24.0
[metal layers]
layer | track usage, % | vias to the layer above
li1 | - | 1392
met1 | 37.3 | 1271
met2 | 41.8 | 132
met3 | 11.2 | 14
met4 | 4.01 | 0
met5 | 0 | -
[path summary, 6_finish.rpt]
path | from | to | cells after the start
worst min-delay path | pc_plus4_d[26]$_SDFFE_PP0N_ | pc_plus4_d[26]$_SDFFE_PP0N_ | 2
worst max register to register | pc_plus4_d[17]$_SDFFE_PP0N_ | pc_plus4_d[17]$_SDFFE_PP0N_ | 2
worst max-delay path | flush_d | instr_d[6]$_SDFFE_PP0N_ | 4
worst min register to register | pc_plus4_d[26]$_SDFFE_PP0N_ | pc_plus4_d[26]$_SDFFE_PP0N_ | 2
[cells in the final DEF, fill, tap and decap left out]
cell | Yosys | final
sky130_fd_sc_hd__mux2i_1 | 96 | 96
sky130_fd_sc_hd__clkinv_2 | 0 | 1
sky130_fd_sc_hd__dfxtp_1 | 96 | 96
sky130_fd_sc_hd__clkdlybuf4s50_1 | 0 | 194
sky130_fd_sc_hd__clkbuf_8 | 0 | 11
sky130_fd_sc_hd__or2_2 | 0 | 1
sky130_fd_sc_hd__nor2_1 | 96 | 96
sky130_fd_sc_hd__clkbuf_1 | 5 | 1
sky130_fd_sc_hd__buf_4 | 0 | 4
sky130_fd_sc_hd__bufinv_16 | 0 | 2
[through the flow]
step / total power [W] / setup WS, ns
floorplan: 0.000956 / 2.99
global placement: 0.00109 / 1.86
detailed placement: 0.00110 / 1.84
CTS: 0.00168 / 2.18
global route: 0.00173 / 2.03
finish: 0.00167 / 2.17
Power is estimated from default activity; no workload was simulated.
